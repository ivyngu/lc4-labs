==> ./design.v <==
`timescale 1ns / 1ps
`default_nettype none
module lc4_divider(input  wire [15:0] i_dividend,
                   input  wire [15:0] i_divisor,
                   output wire [15:0] o_remainder,
                   output wire [15:0] o_quotient);
wire [15:0] next_remainder_arr[15:0];
wire [15:0] next_quotient_arr[15:0];
wire [15:0] next_dividend_arr[15:0];
lc4_divider_one_iter d1(.i_dividend(i_dividend), .i_divisor(i_divisor), .i_remainder(16'b0), .i_quotient(16'b0), .o_dividend(next_dividend_arr[0]), .o_remainder(next_remainder_arr[0]), .o_quotient(next_quotient_arr[0]));
genvar i;
for (i = 1; i < 16; i = i + 1) begin
  lc4_divider_one_iter iter(.i_dividend(next_dividend_arr[i-1]), .i_divisor(i_divisor), .i_remainder(next_remainder_arr[i-1]), .i_quotient(next_quotient_arr[i-1]), .o_dividend(next_dividend_arr[i]), .o_remainder(next_remainder_arr[i]), .o_quotient(next_quotient_arr[i]));
end
assign o_quotient = i_divisor == 0 ? 16'b0 : next_quotient_arr[15];
assign o_remainder = i_divisor == 0 ? 16'b0 : next_remainder_arr[15];
endmodule  
module lc4_divider_one_iter(input  wire [15:0] i_dividend,
                            input  wire [15:0] i_divisor,
                            input  wire [15:0] i_remainder,
                            input  wire [15:0] i_quotient,
                            output wire [15:0] o_dividend,
                            output wire [15:0] o_remainder,
                            output wire [15:0] o_quotient);
wire [15:0] i_remainder_shifted;
assign i_remainder_shifted = (i_remainder << 1) | ((i_dividend >> 15) & 1);
assign o_quotient = i_remainder_shifted < i_divisor ?  (i_quotient << 1) : ((i_quotient << 1) | 1);
assign o_remainder = i_remainder_shifted < i_divisor ? i_remainder_shifted : (i_remainder_shifted - i_divisor);
assign o_dividend = i_dividend << 1;
endmodule
==> ./run.sh <==
#!/bin/bash
# OpenROAD 26Q1-2900-gdf79404cd8, Yosys 0.63+post, stock flow scripts
make -C /OpenROAD-flow-scripts/flow DESIGN_CONFIG=/design/flow/config.mk WORK_HOME=/design/flow/orfs finish
==> ./config.mk <==
export PLATFORM = sky130hd
export DESIGN_NAME = lc4_divider
export DESIGN_NICKNAME = lc4_divider
export VERILOG_FILES = /design/flow/design.v
export SDC_FILE = /design/flow/constraint.sdc
export NUM_CORES = 4
export LEC_CHECK = 1
export CORE_UTILIZATION = 40
==> ./constraint.sdc <==
current_design lc4_divider

set clk_period 80.2
set clk_io_pct 0.2

create_clock -name clk0 -period $clk_period

set non_clock_inputs [all_inputs -no_clocks]
set_input_delay [expr $clk_period * $clk_io_pct] -clock clk0 $non_clock_inputs
set_output_delay [expr $clk_period * $clk_io_pct] -clock clk0 [all_outputs]
==> results.py <==
# Physical implementation metrics
metrics = {
    "status": {
        "status": "complete, no violations",
    },
    "critical_path": {
        "critPathLaunchType": "input pin",
        "slowest_stage": "a41o_1",
        "criticalPathCategory": "input pin to output port",
        "crit_path_end_kind": "output port",
        "worst_ep_arrival_time_ps": 55100,
        "cp_slowest_stage_delay_ps": 710,
        "cp_max_fo": 22,
        "crit_top_cell": "ha_1",
        "cp.required_ps": 64160,
    },
    "hold_path": {
        "min_to": "o_remainder[0]",
        "hold_path.class": "input pin to output port",
        "min_from": "i_dividend[0]",
        "hold_depth": 4,
    },
    "timing": {
        "finalSetupViolCount": 0,
        "hold_slack_ps": 33080,
        "hold_viol": 0,
        "rsz0062_at_grt": "no",
        "fmax_mhz": 14.1,
        "slew_violations": 0,
        "fin_ws_ps": 9060,
        "max_slew_margin_pct": 35.6,
        "fin_crit_sh_pct": 88.7,
        "tns_ps": 0,
        "layout_min_cycle_time_ps": 71140,
        "tightest_slew_ps": 942,
    },
    "placement": {
        "gp_congestion": 1.01,
        "port_buffers": 64,
        "hpwl_um": 34600,
        "place_worst_setup_slack_ps": 9550,
        "dp.cells": 2444,
    },
    "grt": {
        "grt_pass1_wl_um": 68500,
        "grt_max_degree": 31,
        "globalRoute.totalOverflow": 0,
        "antenna_found_initial": 1,
        "grtUsageMet1_pct": 38.4,
        "grt_pass1_vias": 13107,
        "track_usage_pct": 25.6,
        "top_usage_layer": "met2",
        "use_met3_pct": 2.51,
        "grtUsageMet2_pct": 39.6,
    },
    "logic_synthesis": {
        "ys_types": 89,
        "syn_inst": 1947,
        "yosys.area.top_type_share_pct": 22.3,
        "synth.most_common_cell": "ha_1",
        "synth_chip_area_um2": 13500,
        "ys_warn_count": 1,
        "synthTopCellsByCount": "241 x ha_1, 189 x nor2_1, 182 x nand2_1",
        "syn_area_per_cell_um2": 6.94,
        "syn_area_um2": 13500,
        "ys_cells": 1947,
        "yosys.stat.seqShare_pct": 0,
        "synth_top_cell_by_area": "ha_1",
        "area_leaders": "ha_1 22%, xnor2_1 6.5%, a21oi_1 6.2%",
    },
    "detailed_routing": {
        "dr.pass1.iters": 7,
        "drt-vias-per-instance": 5.90,
        "vias": 14418,
        "drc_errors": 0,
        "routedWlPerCell_um": 17.9,
        "drtAntennaViolNets": 0,
        "drt_iter0_drc": 952,
        "drt_wl_total_um": 43800,
    },
    "finish": {
        "area_growth_pct": 9.61,
        "layout-drive-gt1-share_pct": 5.59,
        "nClkBuffers": 0,
        "seq_cells": 0,
        "flop_area_um2": 0,
        "final_cells": 2445,
    },
    "floorplanning": {
        "row_count": 66,
        "die_h_um": 186,
        "dieArea_um2": 34500,
        "die_w_um": 186,
        "core_um2": 32900,
        "ioPinCount": 64,
        "initial_core_util_pct": 41.1,
    },
    "job": {
        "maxCapViolCount": 0,
        "warning_count": 32,
    },
    "clock_network": {
        "ctsResizeCount": 0,
        "cts_hold_buf": 0,
        "cts_setup_buffers": 0,
    },
}
cell type report:
| class | count | area, µm² |
|---|---|---|
| well taps | 442 | 553 |
| repair buffers | 95 | 873 |
| fillers | 3373 | 18100 |
| inverters | 108 | 405 |
| diodes | 1 | 2.50 |
| multi-input cells | 1799 | 13000 |
how the worst max path moves through the flow:
stage            start               to  slack, ps
4_1_cts   i_divisor[0]  o_remainder[15]       9450
5_1_grt   i_divisor[0]   o_remainder[3]       6270
6_report  i_divisor[0]  o_remainder[15]       9060
per-stage QoR:
stage,utilization (%),area [µm²]
finish,45.1,14800
floorplan,-,13500
detailed placement,45.0,14800
global placement,45.0,14800
CTS,45.0,14800
global route,45.0,14800
cell usage in the layout (no fill, tap or decap), types with 46 or more instances in the layout:
cell,n
a21o_1,69
a21oi_1,167
clkdlybuf4s50_1,64
ha_1,241
inv_1,107
nand2_1,182
nand3_1,46
nor2_1,189
nor3_1,54
o21a_1,48
o21ai_0,130
xnor2_1,100
xor2_1,64
routing by layer:
layer  vias to the layer above  routed length [µm]
li1                       7379                   -
met5                         -                   0
met3                        58                2810
met1                      6514               21400
met4                         0                1020
met2                       467               18500
cell families (layout without fill, tap and decap cells):
kind of cell             Yosys count  after routing  share of synthesized area [%]
multiplexers                      48             48                           3.83
buffers and inverters            154            203                           4.37
AND/OR/NAND/NOR                  640            640                           22.8
other                              1              8                         0.0278
XOR/XNOR                         164            164                           10.6
adder cells (fa/ha/maj)          256            256                           24.5
AND-OR/OR-AND                    684            684                           33.8
critical path, delay by kind of cell:
family,cells,cell delay (ps)
buffers and inverters,13,3390
xor gates and xnor gates,1,90
muxes,6,2240
adders and majority gates,17,5630
AOI/OAI and AO/OA,71,19930
and+or+nand+nor,32,7630
