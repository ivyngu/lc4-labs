==> flow/design.v <==
`timescale 1ns / 1ps
`default_nettype none
module gp1(input wire a, b,
           output wire g, p);
   assign g = a & b;
   assign p = a | b;
endmodule
module gp4(input wire [3:0] gin, pin,
           input wire cin,
           output wire gout, pout,
           output wire [2:0] cout);
           assign cout[0] = gin[0] | (cin & pin[0]);
           assign cout[1] = gin[1] | (pin[1] & cout[0]);
           assign cout[2] = (pin[2] & cout[1]) | gin[2];
           assign gout = (gin[0] & (& pin[3:1])) | (gin[1] & (& pin[3:2])) | (gin[2] & pin[3]) | gin[3];
           assign pout = (& pin);
endmodule
module cla16
  (input wire [15:0]  a, b,
   input wire         cin,
   output wire [15:0] sum);
   wire [15:0] gin;
   wire [15:0] pin;
   wire [4:0] gout;
   wire [4:0] pout;
   wire [15:0] cout;
   genvar i;
   for (i = 0; i < 16; i = i + 1) begin
      gp1 g_indiv(.a(a[i]), .b(b[i]), .g(gin[i]), .p(pin[i]));
   end
   assign cout[0] = cin;
   gp4 g_first_level_1(.gin(gin[3:0]), .pin(pin[3:0]), .cin(cin), .gout(gout[0]), .pout(pout[0]), .cout(cout[3:1]));
   assign cout[4] = (pout[0] & cin) | gout[0];
   gp4 g_first_level_2(.gin(gin[7:4]), .pin(pin[7:4]), .cin(cout[4]), .gout(gout[1]), .pout(pout[1]), .cout(cout[7:5]));
   assign cout[8] = (pout[1] & cout[4]) | gout[1];
   gp4 g_first_level_3(.gin(gin[11:8]), .pin(pin[11:8]), .cin(cout[8]), .gout(gout[2]), .pout(pout[2]), .cout(cout[11:9]));
   assign cout[12] = (pout[2] & cout[8]) | gout[2];
   gp4 g_first_level_4(.gin(gin[15:12]), .pin(pin[15:12]), .cin(cout[12]), .gout(gout[3]), .pout(pout[3]), .cout(cout[15:13]));
   assign sum = a ^ b ^ cout;
endmodule
module gpn
  #(parameter N = 4)
  (input wire [N-1:0] gin, pin,
   input wire  cin,
   output wire gout, pout,
   output wire [N-2:0] cout);
endmodule
==> flow/run.sh <==
#!/bin/bash
# OpenROAD 26Q1-2900-gdf79404cd8, Yosys 0.63+post, stock flow scripts
make -C /OpenROAD-flow-scripts/flow DESIGN_CONFIG=/design/flow/config.mk WORK_HOME=/design/flow/orfs finish
==> flow/config.mk <==
export PLATFORM = sky130hd
export DESIGN_NAME = cla16
export DESIGN_NICKNAME = cla16
export VERILOG_FILES = /design/flow/design.v
export SDC_FILE = /design/flow/constraint.sdc
export NUM_CORES = 4
export LEC_CHECK = 1
export CORE_AREA = 10 10 83 83
export DIE_AREA = 0 0 93 93
==> flow/constraint.sdc <==
current_design cla16

set clk_period 4.3
set clk_io_pct 0.2

create_clock -name clk0 -period $clk_period

set non_clock_inputs [all_inputs -no_clocks]
set_input_delay [expr $clk_period * $clk_io_pct] -clock clk0 $non_clock_inputs
set_output_delay [expr $clk_period * $clk_io_pct] -clock clk0 [all_outputs]
==> impl_metrics.json <==
{
  "outcome": "completed",
  "fillers": 557,
  "synth_cell_types": 18,
  "final_layout_top_logic_cell": "clkdlybuf4s50_1",
  "fp.dieW_um": 93,
  "regArea_sq_um": 0,
  "routed_wl_um": 2370,
  "required_ns": 3.44,
  "drt-initial-drc-count": 2,
  "topCellsByArea": "ha_1 37%, fa_1 29%, inv_1 15%",
  "simple_gate_share_pct": 6.86,
  "ys_cells": 92,
  "die_y_um": 93,
  "yosysTopAreaCellShare_pct": 36.6,
  "ys_chip_area_sq_um": 821,
  "path_cells": "buf_2, inv_2, ha_4, nor2_2, a221oi_4, nand2_1, fa_2, fa_2, fa_2, clkdlybuf4s50_1",
  "chipArea_sq_um": 8650,
  "warnings": 54,
  "pre_cts_ws_ns": -0.832,
  "slew_headroom_pct": 79.7,
  "drv_slew": 0,
  "grt.total_usage_pct": 5.48,
  "instances_no_fill": 230,
  "fin_crit_sh_pct": 98.3,
  "worst_setup_path_end_kind": "output port",
  "post_drt_wl_per_cell_um": 10.3,
  "area_delta_synth_final_pct": 111,
  "placed_cells": 228,
  "yosys.area_share.aoi_pct": 7.32,
  "hp-start": "b[10]",
  "timing.final.ws_setup_ns": 0.0738,
  "postCtsHoldBufs": 0,
  "port_buffers": 49,
  "drt_first_pass_iters": 2,
  "crit_top_cell": "fa_2",
  "holdPathStages": 3,
  "setup_violations": 0,
  "crit_buf_inv": 3,
  "io_pins": 49,
  "mux_share_pct": 0,
  "p_per_area_nw_per_um2": 110,
  "ys_top_logic_family": "adder cells",
  "cpPeakStageDelay_ns": 0.53,
  "route.vias.total": 787,
  "ys_sh_adder_pct": 65.9,
  "fp_util_pct": 16.0,
  "netlist_area_sq_um": 821,
  "antenna_found_initial": 0,
  "drc": 0,
  "total_power_uw": 190,
  "slowest_stage": "fa_2",
  "synthCells": 92,
  "p_leak_nw": 0.813,
  "grt_pass1_wl_um": 3960,
  "final_layout_top_logic_cells": "23 x clkdlybuf4s50_1, 22 x inv_1, 13 x buf_4, 11 x ha_1, 10 x inv_2",
  "postRouteAntennaNets": 0,
  "hold_violations": 0,
  "rsz0062_at_grt": "no",
  "layout-drive-gt1-share_pct": 52.5,
  "cp_top_family": "adder cells",
  "synth-seq-area-share_pct": 0,
  "seq_cell_count": 0,
  "vias_per_cell": 3.42,
  "grt_max_degree": 4,
  "yosys_warnings": 0,
  "n_antenna_cell": 0,
  "core_area_sq_um": 5140,
  "max_freq_mhz": 237,
  "worst_slew_pin_slew_ns": 0.304,
  "cap_violations": 0,
  "top_area_cell": "ha_1",
  "min_to": "sum[10]",
  "first_global_vias": 891,
  "arrival_ns": 3.37,
  "globalRouteOverflowTotal": 0,
  "start_kind": "input port",
  "routabilityCongestion": 0.719,
  "worstSetupPathType": "input port to output port",
  "xor_share_pct": 5.34,
  "comb_area_sq_um": 946,
  "crit_fanout": 3,
  "hp-class": "input port to output port",
  "finalCriticalPeriod_ns": 4.23,
  "clock_buffers": 0,
  "syn_avg_cell_area_sq_um": 8.92,
  "fp-row-count": 26,
  "dpl.hpwl_um": 2120,
  "ir_worst_vdd_mv": 0.0517
}
[metal layers]
metal	GRT usage (%)	vias up	wire length [um]
met5	0	-	0
met4	0	0	0
met3	2.02	0	232
met2	9.23	31	1080
met1	6.98	354	1060
li1	-	402	-
[layout make-up]
class,count,area share (%)
inverter,32,6.94
multi-input combinational,60,54.6
tap,70,5.06
timing repair buffer,68,33.4
[report_power, final]
part           total (mW)  leakage [nW]  internal [mW]  switching (mW)
registers               0             0              0               0
logic               0.190         0.813          0.121          0.0691
clock network           0             0              0               0
[cells by family (layout without fill, tap and decap cells)]
group	Yosys count	after routing
fa+ha+maj	36	36
buf+inv	32	100
simple gates	10	10
compound gates	9	9
xor+xnor	5	5
[cell usage after synthesis]
library cell  count
a21oi_1           5
a221oi_2          1
fa_1             12
ha_1             24
inv_1            32
nand2_1           1
nand2b_1          1
nor2_1            1
nor2b_1           1
nor3_1            2
nor4_1            1
o21ai_1           1
o21bai_1          1
o31ai_1           1
or2_1             2
or4_1             1
xnor2_1           2
xor2_1            3
[tightest hold or removal path: cells and delay by family]
family     cells  cell delay [ns]
buf+inv        2             0.34
fa+ha+maj      1             0.21
[worst max path at each step]
stage	start	to	slack, ns	depth (start not counted)
4_1_cts	a[5]	sum[15]	-0.09	15
5_1_grt	b[9]	sum[15]	0.005	14
6_report	a[2]	sum[6]	0.07	10
[metrics by stage]
| step | utilization [%] | TNS, ns | instance area [sq um] | hold slack [ns] |
|---|---|---|---|---|
| 4_1_cts | 31.8 | -0.123 | 1640 | 2.28 |
| 3_3_place_gp | 29.7 | -4.57 | 1530 | 2.67 |
| 6_report | 33.7 | 0 | 1730 | 2.28 |
| 2_1_floorplan | - | 0 | 821 | 1.75 |
| 3_5_place_dp | 29.7 | -4.70 | 1530 | 2.68 |
| 5_1_grt | 33.7 | 0 | 1730 | 2.33 |
[timing repair]
action,4_1_cts,5_1_grt
setup buffers,1,1
pin swaps,22,22
setup endpoints to repair,10,7
resized,90,49
Power figures rest on the tool's default switching activity, not on a simulated workload.
